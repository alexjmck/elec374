==> design/flow/config.mk <==
export PLATFORM = sky130hd
export DESIGN_NAME = MAR
export DESIGN_NICKNAME = MAR
export VERILOG_FILES = /design/flow/design.v
export SDC_FILE = /design/flow/constraint.sdc
export NUM_CORES = 4
export LEC_CHECK = 1
export CORE_AREA = 10 10 70 70
export DIE_AREA = 0 0 80 80
==> design/flow/constraint.sdc <==
current_design MAR

set clk_period 1.0
set clk_io_pct 0.2

create_clock -name clk0 -period $clk_period [get_ports {clk}]

set non_clock_inputs [all_inputs -no_clocks]
set_input_delay [expr $clk_period * $clk_io_pct] -clock clk0 $non_clock_inputs
set_output_delay [expr $clk_period * $clk_io_pct] -clock clk0 [all_outputs]
==> design/flow/run.sh <==
#!/bin/bash
# OpenROAD 26Q1-2900-gdf79404cd8, Yosys 0.63+post, stock flow scripts
make -C /OpenROAD-flow-scripts/flow DESIGN_CONFIG=/design/flow/config.mk WORK_HOME=/design/flow/orfs finish
==> design/flow/design.v <==
module MAR(
	input [31:0] BusMuxOut,
	input clr,
	input clk,
	input MARin,
  output [8:0] address
  );
	wire [31:0] reg_output_Q;
	gen_reg32 MDR_Reg(BusMuxOut, clk, clr, MARin, reg_output_Q);
  assign address = reg_output_Q[8:0];
endmodule
module gen_reg32 (
	input [31:0] input_d,
	input clk,
	input clr,
	input reset,
	output reg [31:0] output_q
	);
	always @(posedge clk)
		if (reset)
			output_q <= 0;
		else 
			output_q <= input_d;
endmodule
==> results.tsv <==
stage	metric	value	unit
clocking	Root Buffer	clkbuf_4	
sta	slew of the pin with the lowest slew margin	0.300	ns
finish	share of cells above drive strength 1	14.6	%
setup_path	crit path launch	MDR_Reg.output_q[0]	
routing	post-route ant nets	0	
finish	Largest regs	MDR_Reg.output_q (9)	
floorplanning	chip area	0.00640	mm^2
routing	aggregate routed wire length	710	um
finish	fin cells	87	
grt	vias in the first global route	237	
status	outcome	complete, no violations	
power_and_ir_drop	VDD IR-drop max	252	uV
routing	detailed-route via count	201	
hold_path	type of the tightest min-delay check	input pin to flop	
synth	Yosys chip area	236	um^2
synth	distinct lib cells	2	
finish	Top reg by flops	MDR_Reg.output_q	
power_and_ir_drop	Power Dens Cells	1410	mW/mm^2
synth	synth warn	1	
grt	initial antenna violation count	0	
synth	Syn Inst Count	18	
sta	minimum clock period	0.927	ns
setup_path	Worst Setup EP	address[0]	
setup_path	WP buf/inv	1	
sta	fin crit share	92.7	%
sta	final worst hold slack	0.493	ns
setup_path	CP Depth	1	
power_and_ir_drop	Seq pwr share	53.0	%
power_and_ir_drop	Pleak	0.191	nW
floorplanning	die width	80	um
finish	max reg flops	9	
setup_path	crit-path leading delay family	flip-flops	
synth	Netlist Area Pre-Place	236	um^2
setup_path	CP Max Fanout	1	
sta	Max Transition Viols Final	0	
setup_path	startpoint types	flop	
sta	RSZ-0062 raised after global routing	no	
clocking	clk slew on worst S/H paths	0.05	ns
routing	Vias/cell	2.31	
setup_path	crit path kind	flop to output pin	
clocking	maximum root-to-sink buffer count	2	
flow_run	tool warnings	49	
clocking	CTS tree	built	
power_and_ir_drop	Switching Share	17.7	%
routing	# diodes	0	
setup_path	CP Capture Type	output pin	
power_and_ir_drop	clock power share	36.1	%
sta	slew margin rel.	79.9	%
flow_run	max cap viols	0	
setup_path	Max stage delay on crit path	0.31	ns
grt	first-pass GRT wire length	979	um
floorplanning	number of cell rows	21	
placement	I/O Buffers	19	
placement	dpl cells	83	
setup_path	CP max stage cell	dfxtp_2	
finish	Syn-to-layout area delta	117	%
floorplanning	Initial Util	6.92	%
sta	Max Freq	1080	MHz
setup_path	CP required	0.80	ns
synth	Avg Cell Area, Syn	13.1	um^2
placement	Final Wtd Congestion	0.647	
floorplanning	die height	80	um
sta	final-report setup violation count	0	
sta	Final Hold Fails	0	
routing	# DRC	0	
floorplanning	top-level port count	44	
setup_path	worst-path cell chain	clkdlybuf4s15_1	
finish	Fillers	386	
grt	grt ovf	0	
synth	ys cells	18	
synth	sequential area share after synthesis	76.2	%
routing	1st-pass router iterations	2	
setup_path	CP arrival	0.73	ns
grt	total track usage	1.95	%
power_and_ir_drop	switching pwr	128	uW
routing	initial drt markers	7	
synth	#FFs+latches synth	9	
placement	placed cell area	484	um^2
power_and_ir_drop	Int Power	596	uW
floorplanning	core box area	0.00342	mm^2
clocking	H-tree depth	1	
power_and_ir_drop	combinational share of power	10.8	%
grt	largest net degree at the start of global routing	10	
clocking	# clock sinks	9	
clocking	Num CTS Buffers	3	
routing	post-DR wirelength/cell	8.16	um
finish	Post-Layout Inst Area	514	um^2
## metrics by stage
stage | setup WS (ns) | setup TNS (ns) | power [mW] | util, %
after floorplan | 0.538 | 0 | 0.397 | -
after global placement | -0.0458 | -0.386 | 0.478 | 14.2
after detailed placement | -0.0788 | -0.620 | 0.480 | 14.2
after CTS | 0.00776 | 0 | 0.736 | 14.8
after global routing | 0.0318 | 0 | 0.758 | 15.1
final | 0.0727 | 0 | 0.724 | 15.1
## layout by cell type (no fill, tap or decap)
cell / netlist / routed
dfxtp_1: 9 / 6
clkbuf_1: 0 / 1
clkdlybuf4s50_1: 0 / 10
clkbuf_4: 0 / 3
nor2b_1: 9 / 9
clkdlybuf4s15_1: 0 / 9
dfxtp_2: 0 / 3
## layer usage
metal	GRT usage, %	vias up	part of all wire [%]
met4	1.41	0	4.8
met3	1.14	2	17
li1	-	101	-
met1	1.42	86	28
met2	3.61	12	50
met5	0	-	0
## synthesized netlist by cell type
master	instances	area share (%)
dfxtp_1	9	76
nor2b_1	9	24
## area by class of cell
class / count / area (um^2) / area share (%)
Clock buffer: 4 / 26.3 / 5.11
Timing Repair Buffer: 19 / 190 / 37.0
Multi-Input combinational cell: 9 / 56.3 / 10.9
Sequential cell: 9 / 184 / 35.8
Tap cell: 46 / 57.6 / 11.2
## worst min-delay path by stage
stage / end / from / cells after the start
after CTS: MDR_Reg.output_q[1] / BusMuxOut[1] / 2
after global routing: MDR_Reg.output_q[1] / BusMuxOut[1] / 2
final: MDR_Reg.output_q[1] / BusMuxOut[1] / 2
## kinds of logic (layout without fill, tap and decap cells)
logic type    count (synthesis)  in the layout  share of synthesized area [%]
buf+inv                       0             23                              0
flops                         9              9                           76.2
simple gates                  9              9                           23.8
## power by group through the flow
stage                 clock (mW)  sequential (mW)  combinational [mW]
after CTS                  0.275            0.383              0.0774
after global routing       0.287            0.386              0.0852
final                      0.262            0.384              0.0784
## what timing repair did
item                                    CTS  global route
endpoints found under the setup margin    9             7
setup buffers                             0             0
hold buffers                              0             0
resized                                  13             8
Power and IR drop assume default switching activity.
