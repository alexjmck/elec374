File: /design/flow/design.v
`timescale 1ns / 1ps
module DIV (
  input [31:0] Q, Mi,
  output [31:0] result,
  output [31:0] remainder
);
reg [63:0] A;
reg [31:0] M;
reg [5:0] loop;
always @ ( * ) begin
  A[31:0] = Q;
  A[63:32] = 0;
  M[31:0] = Mi;
  for (loop = 0; loop < 32; loop = loop + 1) begin
    A = A << 1;
    A[63:32] = A[63:32] - M;
    if (A[63] == 1) begin
      A[63:32] = A[63:32] + M;
      A[0] = 0;
    end else begin
      A[0] = 1;
    end
  end
end
assign result = A[31:0];
assign remainder = A[63:32];
endmodule
File: /design/flow/run.sh
#!/bin/bash
# OpenROAD 26Q1-2900-gdf79404cd8, Yosys 0.63+post, stock flow scripts
make -C /OpenROAD-flow-scripts/flow DESIGN_CONFIG=/design/flow/config.mk WORK_HOME=/design/flow/orfs finish
File: /design/flow/config.mk
export PLATFORM = sky130hd
export DESIGN_NAME = DIV
export DESIGN_NICKNAME = DIV
export VERILOG_FILES = /design/flow/design.v
export SDC_FILE = /design/flow/constraint.sdc
export NUM_CORES = 4
export LEC_CHECK = 1
export CORE_UTILIZATION = 50
File: /design/flow/constraint.sdc
current_design DIV

set clk_period 436.7
set clk_io_pct 0.2

create_clock -name clk0 -period $clk_period

set non_clock_inputs [all_inputs -no_clocks]
set_input_delay [expr $clk_period * $clk_io_pct] -clock clk0 $non_clock_inputs
set_output_delay [expr $clk_period * $clk_io_pct] -clock clk0 [all_outputs]
==> results_slide.txt <==
Implementation Results

Global routing
  – First-pass GRT wire length: 508000 µm
  – Initial antenna violation count: 26
  – Met1 usage: 46.9%
  – All-Layer GR Usage: 36.9%
  – Layer with the highest usage: met2
  – GR met2 Demand/Resource: 60.1%
  – Vias in the first global route: 84700
  – Grt total ovfl: 0
  – Largest net degree at the start of global routing: 59
  – Met3 Track Usage GR: 6.42%

Floorplan
  – FP Core Util: 50.6%
  – Height of the chip: 428 µm
  – I/O pins: 128
  – Row Count: 155
  – Core Area: 179000 µm²
  – Die area: 183000 µm²
  – DIE WIDTH: 428 µm

Synth
  – Distinct lib cells: 101
  – Register area share after synthesis: 0%
  – YS chip area: 90700 µm²
  – Post-Syn Area: 90700 µm²
  – Cell type with the largest total area: ha_1
  – Top-count cell post-synth: ha_1
  – YS warnings: 1
  – Top-area cell share: 27.5%
  – Mapped Cells: 13400
  – Commonest cells post-synth: 1996 x ha_1, 1583 x a21oi_1, 1532 x nor2_1, 1230 x o21ai_0, 1101 x xnor2_1
  – Ranking of synthesized cells by area: ha_1 28%, xnor2_1 11%, a21oi_1 8.7%
  – Mapped Avg Cell Area: 6.77 µm²
  – Yosys cell count: 13400

Worst setup path
  – Crit end category: output pin
  – CP max FO: 58
  – Critical setup path kind: primary input to output pin
  – CP top delay family: AND-OR/OR-AND gates
  – CP startpoint kind: primary input
  – Worst EP required: 349.36 ns
  – Slowest cell on the critical path: inv_2
  – CP max stage delay: 0.85 ns
  – Bufs and invs on worst path: 47
  – Critical path's most frequent cell: o21ai_0
  – Critical Path AT: 279.12 ns

STA
  – Final hold vios: 0
  – RSZ-0062 raised after global routing: false
  – Max Fclk: 2.73 MHz
  – Setup-failing EPs final: 0
  – Slew margin rel.: 31.5%
  – Slew Limit Fails: 0
  – Setup tns final: 0 ns
  – Post-route minimum period: 366.46 ns
  – Worst slew pin tran: 1.02 ns
  – Final cycle utilization of the critical path: 83.9%

CTS
  – Hold-fix buffers at CTS: 0
  – Cts repair resizes: 0
  – Post-CTS Setup Repair Bufs: 0

Placed design
  – Buffers on Ports: 128
  – Post-DP HPWL: 275000 µm
  – Post-place instance area: 95900 µm²
  – GP Congestion: 1.04

Power
  – Max IR drop VDD: 9150 µV
  – Pwr dens: 16500 nW/µm²
  – Leak: 46.0 nW
  – Sw Pwr: 900 mW
  – Sw Share: 56.8%
  – Int Pwr: 686 mW

Routing
  – WL final: 345000 µm
  – ANT nets after route: 0
  – Remaining DRCs: 0
  – DR vias/cell: 5.93
  – Drt first pass iters: 8
  – Via count: 94400
  – Wirelength per Cell: 21.7 µm
  – Initial detailed-routing violation count: 6937

Final layout
  – Synth-to-layout area growth: 5.83%
  – Share of layout cells above drive strength 1: 3.40%
  – FF/Latch Area: 0 µm²
  – Layout clock buffers: 0
  – FILL cells: 17300
  – Sequential cell count: 0
  – Final instance area: 96000 µm²

Flow run
  – Max Cap Violations: 0
  – Tool Warnings: 175

Min path
  – Hold Path Class: primary input to output pin

Outcome
  – Run status: complete, no violations
==> metal layers <==
layer  up-vias  wire [µm]
met5         -        171
met4        26      20800
met3       712      26400
met2      2790     154000
met1     42800     143000
li1      48100          -
==> cell type report <==
type                            count  area, µm²  area share, %
Inverter                         1065       4000           4.17
Multi-Input combinational cell  12100      86200           89.8
Tap cell                         2355       2950           3.07
Antenna cell                       20       50.0         0.0521
Timing Repair Buffer              334       2790           2.91
==> kinds of logic after synthesis <==
kind of cell | after synthesis | synth area share, %
multiplexers | 102 | 1.30
AND-OR/OR-AND | 4503 | 29.9
buffers and inverters | 1263 | 5.28
AND/OR/NAND/NOR | 3939 | 19.7
XOR/XNOR | 1527 | 14.8
adder cells (fa/ha/maj) | 2064 | 29.0
==> final timing paths <==
check / from / end / depth (start not counted)
max: Q[31] / remainder[3] / 928
min: Q[0] / remainder[0] / 6
==> placed cells by master, fill, tap and decap left out, types with 301 or more instances in the layout <==
cell	count
a21oi_1	1583
ha_1	1996
o21ai_0	1230
nor2_1	1530
nand2_1	1065
xor2_1	412
inv_1	1019
xnor2_1	1094
a21o_1	434
a21boi_0	301
==> stage by stage <==
stage | setup slack (ns) | hold slack [ns] | utilization, % | total power, mW | cells
detailed placement | 73.62 | 176.12 | 53.5 | 1590 | 15900
CTS | 72.37 | 176.14 | 53.5 | 1590 | 15900
floorplan | 99.07 | 174.91 | - | 1920 | 13400
global placement | 77.11 | 176.11 | 53.5 | 1570 | 15900
global route | 46.04 | 176.15 | 53.5 | 1630 | 15900
finish | 70.24 | 176.16 | 53.5 | 1590 | 15900
No activity file was given, so power comes from the tool's default toggle rates.
