==> design.v <==
`timescale 1ns/10ps
module selectLogic(
  input Gra,
  input Grb,
  input Grc,
  input Rin_in,
  input Rout_in,
  input BAout,
  input [31:0] IR,
  output reg [31:0] C_sign_extended_num,
  output reg [15:0] Rin,
  output reg [15:0] Rout,
);
  reg [3:0] gateAND1temp;
  reg [3:0] gateAND2temp;
  reg [3:0] gateAND3temp;
  reg [3:0] gateAND4temp;
  reg [15:0] encodeout;
  assign gateAND1temp = IR[26:23] & {4{Gra}};
  assign gateAND2temp = IR[22:19] & {4{Grb}};
  assign gateAND3temp = IR[18:15] & {4{Grc}};
  assign gateAND4temp = ((gateAND1temp | gateAND2temp) | gateAND3temp);
  C_sign_extend csed(
    IR,
    C_sign_extended_num
  );
  encoder4to16 encodeer(
    gateAND4temp,
    encodeout
  );
  assign Rin = ({16{Rin_in}} & encodeout);
  assign Rout = (({16{Rout_in}} | {16{BAout}}) & encodeout);
endmodule
module C_sign_extend(
  input [31:0] in,
  output reg [31:0] out
);
  always @ (*) begin
    out <= {{13{in[18]}},{in[18:0]}};
  end
endmodule
module encoder4to16(
  input [3:0] dataIn,
  output reg [15:0] dataOut
);
  always @( * ) begin
    case (dataIn)
      4'b0000: begin dataOut=16'd1; end
      4'b0001: begin dataOut=16'd2; end
      4'b0010: begin dataOut=16'd4; end
      4'b0011: begin dataOut=16'd8; end
      4'b0100: begin dataOut=16'd16; end
      4'b0101: begin dataOut=16'd32; end
      4'b0110: begin dataOut=16'd64; end
      4'b0111: begin dataOut=16'd128; end
      4'b1000: begin dataOut=16'd256; end
      4'b1001: begin dataOut=16'd512; end
      4'b1010: begin dataOut=16'd1024; end
      4'b1011: begin dataOut=16'd2048; end
      4'b1100: begin dataOut=16'd4096; end
      4'b1101: begin dataOut=16'd8192; end
      4'b1110: begin dataOut=16'd16384; end
      4'b1111: begin dataOut=16'd32768; end
    endcase    
  end
endmodule
==> run.sh <==
#!/bin/bash
# OpenROAD 26Q1-2900-gdf79404cd8, Yosys 0.63+post, stock flow scripts
make -C /OpenROAD-flow-scripts/flow DESIGN_CONFIG=/design/flow/config.mk WORK_HOME=/design/flow/orfs finish
==> config.mk <==
export PLATFORM = sky130hd
export DESIGN_NAME = selectLogic
export DESIGN_NICKNAME = selectLogic
export VERILOG_FILES = /design/flow/design.v
export SDC_FILE = /design/flow/constraint.sdc
export NUM_CORES = 4
export LEC_CHECK = 1
export CORE_AREA = 10 10 70 70
export DIE_AREA = 0 0 80 80
==> constraint.sdc <==
current_design selectLogic

set clk_period 6.3
set clk_io_pct 0.2

create_clock -name clk0 -period $clk_period

set non_clock_inputs [all_inputs -no_clocks]
set_input_delay [expr $clk_period * $clk_io_pct] -clock clk0 $non_clock_inputs
set_output_delay [expr $clk_period * $clk_io_pct] -clock clk0 [all_outputs]
==> run notes <==
Flow results are below.

- Grouping stages by cell kind, the critical path spends the most delay in buffers and inverters.
- Synthesis instantiated 12 different standard cells from the library.
- The core outline area is 0.00342 sq mm, for reference.
- The fraction of synthesized cell area taken by the top area cell type is 49.2%, for reference.
- The cell-mix breakdown from Yosys lists the adder-cell area share as 0%.
- Once placement completed, the tool counted placed cells totaling 164.
- The worst slew margin relative to its limit is 57.4%, for reference.
- The first global-routing pass estimated 3160 um of wire.
- The dominant kind of combinational cell is buffers and inverters, for reference.
- The routed design ends up with an antenna cell count of 0.
- The standard cell with the maximum stage delay on the critical path is clkdlybuf4s50_1, for reference.
- On the worst path, the slowest cell contributes a delay of 610 ps.
- The chip area line in the Yosys stat output reads 488 sq um.
- The number of clock buffer instances in the layout is 0, for reference.
- The number of top-level pins is 102, for reference.
- The gate count of the mapped netlist is 81, for reference.
- Setup repair after global routing left no endpoint under its margin.
- The synth_stat.txt file lists the number of cells as 81.
- The sequential share of power is 0%, for reference.
- The routed design shows a via density per instance of 3.92.
- The remaining number of nets flagged by the antenna check after routing is 0, for reference.
- The fmax is 214 MHz, for reference.
- The warning tally printed by Yosys for this design is 8.
- The total vias in the final route is 643, for reference.
- The net switching share of the total power is 34.9%, for reference.
- The finished layout reports a core utilization of 29.1%.
- Max-slew check failures listed in the final report amount to 0.
- The total placed instance area is 995 sq um, for reference.
- The global-route usage over all layers is 6.03%, for reference.
- For this design the static power due to leakage is 0.000339 uW.
- For this sky-water flow run, the detailed-routed wirelength per cell is reported as 13.5 um.
- The OpenROAD report gives the critical path a data arrival time of 3410 ps.
- Logged for this run, the post-placement worst setup slack is 1570 ps.
- Between the synthesized netlist and the finished layout, the area growth was recorded as 104%.
- The number of fill cells is 387, for reference.
- The via count of the first global-routing pass came to 669.
- The starting density of the core is 14.3%, for reference.
- The layout summary lists the proportion of cells stronger than drive strength 1 as 3.39%.
- The full die area is 0.00640 sq mm, for reference.
- The number of maximum-capacitance violations recorded for the run is 0.
- The starting DRC count in detailed routing is 18, for reference.
- According to the hold report, the worst path is of the input pin to output pin type.
- According to the cell report, flip-flops and latches in the layout number 0.
- The pin count of the biggest net entering global routing is 16, for reference.
- The final instance count without filler cells is 164, for reference.
- Total power normalized to cell area comes to 55.8 mW/mm^2.
- The die is 80 um tall.
- The transition time recorded at the tightest slew-check pin is 635 ps.
- The part of the total power dissipated in combinational logic is 100.0%, for reference.
- The overflow left after global routing is 0, for reference.
- The post-CTS setup buffer count is 0, for reference.
- Max fanout on the critical path was recorded as 15.
- The simple logic cell fraction of the synthesized area is 39.2%, for reference.
- The register area is 0 sq um, for reference.
- The initial antenna violation count is 0, for reference.
- The number of gates resized after cts is 0, for reference.
- The most numerous cell type found on the critical path is clkdlybuf4s50_1.
- After its last routability iteration, the placer logged a weighted congestion of 0.718.
- For this run the detailed placement stage logged an HPWL of 1970 um.
- Walking the worst path, the cells encountered are clkdlybuf4s50_1, a222oi_1, o21ai_1, nor2_1, clkdlybuf4s50_1.
- In the post-route report, total wirelength is listed as 2220 um.
- The net switching power is 19.4 uW, for reference.
- For this run, the final setup violation count is recorded as 0.
- The internal power component is 36.2 uW, for reference.
- The flow ran to the end, and the final reports show no timing, DRC or antenna violations.
- The multiplexer share of the synthesized area is 0%, for reference.
- STA classifies the critical path startpoint as an input pin.
- For the finished layout, the period the worst path requires is 4670 ps.
- The cell area after synthesis is 488 sq um, for reference.
- Of the total synthesized cell area, the portion taken by AND-OR and OR-AND cells is 10.8%.
- By startpoint and endpoint, the worst setup path is classified as input pin to output pin.
- The endpoint type of the worst setup path is an output pin, for reference.
- The cell depth of the worst min-delay path is 0, for reference.
- The largest voltage drop on the vdd net is 0.0000164 V, for reference.
- The summed area of non-filler cells in the final layout is 995 sq um, for reference.
- The number of hold buffers added after CTS is 0, for reference.
- The average cell area after synthesis is 6.02 sq um, for reference.
- The share of the synthesized netlist area taken by xor and xnor gates is 0%, for reference.
- The first TritonRoute pass finished after 4 iterations.
- According to the timing report, the data required time at the worst endpoint equals 5040 ps.
- The largest area contributor in the netlist is buf_4, for reference.
- In this run the number of cells on the critical path is 5.
- Sequential cells were found to cover 0% of the synthesized design area.
- Along the critical path, the tally of buffer and inverter instances is 2.
- The flow reports that the clock network draws 0% of the design power.
- In the final timing run, aggregate negative setup slack is 0 ps.
- Sorting the synthesized cells by area gives the leading types as buf_4 49%, nor2_1 25%, a222oi_1 8.2%.
- Summing over the stages, the warning tally comes to 37.
- After floorplanning, the core was divided into 21 placement rows.
- Hold-check failures listed in the final report amount to 0.
- The die is 80 um wide.
- The post-layout worst setup margin is 1630 ps, for reference.
- The number of input and output port buffers inserted is 67, for reference.
- The final critical path takes up 74.1% of the cycle.
- For this run, design rule violations remaining after detail routing come to 0.
## power by group through the flow
stage,Combinational (uW),Clock [uW],Sequential (uW)
final,55.5,0,0
after global routing,61.8,0,0
after CTS,57.3,0,0
## layout make-up
class / count / area [sq um] / share of cell area [%]
timing repair buffer: 70 / 693 / 69.7
multi-input combinational: 48 / 244 / 24.5
tap: 46 / 57.6 / 5.79
## kinds of logic (layout without fill, tap and decap cells)
| kind of cell | count (synthesis) | count (layout) |
|---|---|---|
| AND/OR/NAND/NOR | 42 | 42 |
| AND-OR/OR-AND | 6 | 6 |
| buffers and inverters | 33 | 70 |
## worst paths after layout
| kind | startpoint | to |
|---|---|---|
| worst max-delay path | IR[18] | Rout[6] |
| worst min-delay path | IR[0] | C_sign_extended_num[0] |
## routing by layer
layer / wire [um] / track usage (%) / share of wire [%] / vias up
met5: 0 / 0 / 0 / -
met4: 0 / 0.176 / 0 / 0
met2: 932 / 9.87 / 42 / 53
met3: 369 / 3.07 / 17 / 0
met1: 913 / 7.25 / 41 / 276
li1: - / - / - / 314
## metrics by stage
step           hold slack, ps  power, uW
2_1_floorplan            2590       26.4
3_3_place_gp             2520       56.6
3_5_place_dp             2520       57.0
4_1_cts                  2520       57.3
5_1_grt                  2520       61.8
6_report                 2520       55.5
## cells in the mapped netlist (all sizes together)
master and instances:
nand3b 3, clkbuf 1, o21ai 1, nor2 32, nand2b 1, or3b 3
nand2 1, a222oi 4, o21bai 1, or3 1, buf 32, nand3 1
## cell usage in the layout, fill, tap and decap left out, drive strengths merged
cell	synthesis	final
nand3	1	1
o21bai	1	1
buf	32	3
nor2	32	32
or3	1	1
o21ai	1	1
nand2	1	1
nand2b	1	1
clkdlybuf4s50	0	67
nand3b	3	3
a222oi	4	4
or3b	3	3
Power figures rest on the tool's default switching activity, not on a simulated workload.
